File: design/flow/config.mk
export PLATFORM = sky130hd
export DESIGN_NAME = RPosition
export DESIGN_NICKNAME = RPosition
export VERILOG_FILES = /design/flow/design.v
export SDC_FILE = /design/flow/constraint.sdc
export NUM_CORES = 4
export LEC_CHECK = 1
export CORE_AREA = 10 10 99 99
export DIE_AREA = 0 0 109 109
File: design/flow/design.v
`timescale 1ns / 1ps
module Counter #(parameter WIDTH = 4) (
    input CLR, UP, LD, EN,
    input [WIDTH-1:0] D, 
    output logic [WIDTH-1:0] COUNT = 0,
    output logic RCO
    );
    always_ff @ (posedge EN, posedge CLR, posedge LD)
    begin    
        if (CLR == 1)
            COUNT <= 0;
        else if (LD == 1)
            COUNT <= D;
        else if (EN == 1)
        begin
            if (UP == 1)
                COUNT <= COUNT + 1;
            else 
                COUNT <= COUNT -1;
        end
    end
    always_comb
    begin
        if (UP == 1 && &COUNT == 1 && EN == 1)
            RCO = 1;
        else if (UP == 0 && |COUNT == 0 && EN == 1)
            RCO = 1;
        else
            RCO = 0;
    end
endmodule
`timescale 1ns / 1ps
module Demux4_1 # (parameter WIDTH = 4)(
    input [WIDTH-1:0] DEMUX_IN,
    input [1:0] SEL,
    output logic [WIDTH-1:0] ZERO, ONE, TWO, THREE
    );
    always_comb
    begin
    ZERO = 0; ONE = 0; TWO = 0; THREE = 0;
        case (SEL)
            0: ZERO = DEMUX_IN;
            1: ONE = DEMUX_IN;
            2: TWO = DEMUX_IN;
            3: THREE = DEMUX_IN;
            default: 
                begin
                ZERO = 0; ONE = 0; TWO = 0; THREE = 0;
                end
        endcase
    end
endmodule
`timescale 1ns / 1ps
module Is_Num #(parameter NUM = 0) (
    input [4:0] D,
    output logic OUT
    );
    always_comb
    begin
        if (D == NUM) OUT = 1;
        else OUT = 0;    
    end
endmodule
`timescale 1ns / 1ps
module RPosition(
    input [4:0] Rnotch,
    input LD,
    input [1:0] SEL,
    input STEP,
    output logic [4:0] R1,
    output logic [4:0] R2,
    output logic [4:0] R3
    );
    logic LDR1, LDR2, LDR3, CLRALL;
    logic [4:0] hold1;
    logic [4:0] hold2;
    logic [4:0] hold3;
    logic rco1, rco2, rco3;
    logic clr1, clr2, clr3;
    Demux4_1 #(1) dm1 (.DEMUX_IN(LD), .SEL(SEL), .ZERO(CLRALL), .ONE(LDR1), .TWO(LDR2), .THREE(LDR3));
    Counter #(5) r1c (.UP(1'b1), .D(Rnotch), .LD(LDR1), .CLR(clr1), .EN(STEP), .COUNT(hold1));
    Is_Num #(26) ripple1 (.D(hold1), .OUT(rco1));
    assign clr1 = CLRALL | rco1;
    Counter #(5) r2c (.UP(1'b1), .D(Rnotch), .LD(LDR2), .CLR(clr2), .EN(rco1), .COUNT(hold2));
    Is_Num #(26) ripple2 (.D(hold2), .OUT(rco2));
    assign clr2 = CLRALL | rco2;
    Counter #(5) r3c (.UP(1'b1), .D(Rnotch), .LD(LDR3), .CLR(clr3), .EN(rco2), .COUNT(hold3));
    Is_Num #(26) ripple3 (.D(hold3), .OUT(rco3));
    assign clr3 = CLRALL | rco3;
    assign R1 = hold1;
    assign R2 = hold2;
    assign R3 = hold3;
endmodule
File: design/flow/constraint.sdc
current_design RPosition

set clk_period 2.3
set clk_io_pct 0.2

create_clock -name clk0 -period $clk_period [get_ports {STEP}]

set non_clock_inputs [all_inputs -no_clocks]
set_input_delay [expr $clk_period * $clk_io_pct] -clock clk0 $non_clock_inputs
set_output_delay [expr $clk_period * $clk_io_pct] -clock clk0 [all_outputs]
File: design/flow/run.sh
#!/bin/bash
# OpenROAD 26Q1-2900-gdf79404cd8, Yosys 0.63+post, stock flow scripts
make -C /OpenROAD-flow-scripts/flow DESIGN_CONFIG=/design/flow/config.mk WORK_HOME=/design/flow/orfs finish
==> metrics.cfg <==
[placed_design]
gp_congestion = 0.801
port_buffers = 23
dp_hpwl_mm = 2.21

[drt]
routed_via_density = 3.93
ant_nets = 0
drt_iter0_markers = 59
diodes = 0
wl_per_cell_um = 12.0
firstDrtPassIters = 4
drt-total-wl_mm = 2.73
drc = 0
vias = 892

[critical_path]
worstSetupEndpointType = output port
crit_buf_inv = 1
path_cells = clkdlybuf4s50_1
reg2reg_depth = 4
critical_path_arrival_ns = 1.32
path_max_fanout = 4
setup.worst_path.class = reg -> out
cp.depth = 1
cpPeakStageDelay_ns = 0.59
crit_family = flip-flops
worstPathRequired_ns = 1.84
cp_slowest_cell = dfbbp_1
startpoint_type = flop

[synth]
synth_flops = 15
syn_inst = 104
ys.flop_type = dfbbp_1
avgSynthCellArea_um2 = 10.4
synth-edff-count = 0
ys_chip_area_um2 = 1080
synth_cell_type_count = 21
ys_cells = 104
synth_area_um2 = 1080
ys_seq_share_pct = 45.1
ys_async_sr_fraction_pct = 100
ys_warn_count = 10

[floorplan]
die-area_um2 = 11900
coreArea_um2 = 7730
ioPinCount = 24
die_h_um = 109
die_w_um = 109
fp_util_pct = 14.0
row_count = 32

[global_routing]
grt_use_total_pct = 4.63
antenna_found_initial = 0
gr-total-overflow = 0
grt_pass1_wl_mm = 4.46
grt_max_degree = 23
grt_pass1_vias = 916

[status]
status = finished clean

[finish]
drive_gt1_share_pct = 5.60
area_delta_synth_final_pct = 34.8
final_util_pct = 18.9

[timing]
holdWs_ns = 0.479
worst_pin_slew_ns = 0.671
layout_worst_path_cycle_share_pct = 77.5
max_freq_mhz = 561
untimed_endpoints = 20
rsz0062_at_grt = false
report.final.slew_viol_count = 0
relSlewSlack_pct = 55.1
min_period_ns = 1.78
unclocked_pins = 10
hold_violations = 0
setup_violations = 0
fin_skew_ns = 0.00173
fin_tns_setup_ns = 0

[worst_hold_path]
worstHoldPathType = reg -> reg
hold_depth = 0

[clock_network]
clk_latency_ns = 0.22
postCtsSetupRepairBufs = 0
cts_buffer_depth = 2
cts_buffers = 3
cts_tree = done
cts_hold_buf = 0
htree_levels = 1
cts-root-buf = clkbuf_8
clkTransAtPathRegs_ns = 0.03
ctsResizeCount = 0

[job]
max_cap_violations = 0
warnings = 40

[pwr]
power_mw = 0.343
pwr_density_cell_nw_per_um2 = 235
ir_worst_vdd_mv = 0.266
p_leak_nw = 0.565

cells in the mapped netlist (3+ instances only):
| master | instances | share of area (%) |
|---|---|---|
| a21oi_1 | 10 | 4.6 |
| a311oi_1 | 5 | 4.1 |
| buf_2 | 6 | 2.8 |
| dfbbp_1 | 15 | 45 |
| ha_1 | 6 | 6.9 |
| inv_1 | 9 | 3.1 |
| nand2_1 | 10 | 3.5 |
| nand3_1 | 7 | 3.2 |
| nand4_1 | 10 | 5.8 |
| nand4b_1 | 6 | 4.9 |
| nor2b_1 | 3 | 1.7 |
| xnor2_1 | 6 | 4.9 |
| xor2_1 | 3 | 2.4 |
cell families after synthesis:
group,synth area share (%)
compound gates,8.68
flops,45.1
fa+ha+maj,6.94
xor+xnor,7.29
simple gates,25.1
buf+inv,6.83
placed cells by master, fill, tap and decap left out:
cell type        count
nand4_1             10
a21oi_1             10
inv_4                1
or3_1                1
and2_1               1
a311oi_1             5
nand4b_1             6
clkbuf_8             3
clkbuf_1             1
clkdlybuf4s50_1     23
and2_0               1
and4b_1              1
nor2b_1              3
buf_4                1
nand2_1             10
inv_1                9
nor3b_2              1
nand3_1              7
nand4b_4             1
xor2_1               3
ha_1                 6
dfbbp_1             15
xnor2_1              6
stage by stage:
stage               area (um^2)  std cells  setup WS [ns]
detailed placement         1410        223          0.580
global placement           1410        223          0.611
finish                     1460        227          0.517
floorplan                  1080        104           1.17
CTS                        1460        227          0.502
global route               1460        227          0.463
registers in the layout, indices dropped and copies added (netlist names):
name       flops
r1c.COUNT      5
r2c.COUNT      5
r3c.COUNT      5
area by class of cell:
type | count | area (um^2)
timing repair buffer | 24 | 238
sequential | 15 | 488
clock buffer | 4 | 45.0
inverter | 10 | 40.0
fill | 839 | 6270
tap | 102 | 128
multi-input combinational | 72 | 519
metal layers:
| metal | wire length [um] | vias to the layer above | track usage (%) |
|---|---|---|---|
| li1 | - | 432 | - |
| met3 | 205 | 2 | 1.85 |
| met2 | 1160 | 34 | 6.81 |
| met5 | 0 | - | 0 |
| met1 | 1360 | 424 | 6.62 |
| met4 | 5 | 0 | 0.188 |
report_power, final:
group,switching (mW),total [mW],internal (mW)
clock,0.0413,0.160,0.119
sequential,0,0.118,0.118
combinational,0.0367,0.0643,0.0276
total,0.0779,0.343,0.265
final timing paths:
kind | start | to | slack, ns
min reg2reg | r1c.COUNT[0] | r1c.COUNT[0] | 0.48
min in group asynchronous | Rnotch[3] | r1c.COUNT[3] | 0.80
max in group asynchronous | SEL[0] | r1c.COUNT[4] | 0.79
min | r1c.COUNT[0] | r1c.COUNT[0] | 0.48
max reg2reg | r1c.COUNT[1] | r1c.COUNT[2] | 0.97
max | r1c.COUNT[3] | R1[3] | 0.52
