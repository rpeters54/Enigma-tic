==> design.v <==
`timescale 1ns / 1ps
module Comparator #(parameter WIDTH = 5)(
    input [WIDTH-1:0] A,
    input [WIDTH-1:0] B,
    output logic EQ,
    output logic GT,
    output logic LT
    );
    always_comb
    begin
        EQ = 0; GT = 0; LT = 0;
        if (A == B) EQ = 1;
        else if (A > B) GT = 1;
        else LT = 1;
    end
endmodule
`timescale 1ns / 1ps
module DBounce(
    input clk,
    input sig_in,
    output DB_out
    );
    parameter n = 8;   
    logic  r_dff1; 
    logic  r_dff2; 
    logic  r_buff; 
    logic  [n-1:0] r_count; 
    logic  s_reset; 
    always_ff @ (posedge clk)
    begin
       r_dff1 <= sig_in; 
       r_dff2 <= r_dff1; 
    end; 
    assign s_reset = r_dff1 ^ r_dff2; 
    always_ff @ (posedge clk)
    begin
       if (r_count[n-1] == 1) 
          r_buff <= r_dff2; 
    end 
    assign s_cnt_en = ~r_count[n-1];     
    always_ff @ (posedge clk)
    begin
       if (s_reset == 1) 
          r_count <= 0; 
       else if (s_cnt_en == 1)
          r_count <= r_count + 1'b1;
    end   
    assign DB_out = r_buff;  
endmodule
`timescale 1ns / 1ps
module ValidLock(
    input [4:0] LET,
    input CLK, ENTER, LDPlug, LDRot,
    output outENTER, outLDPlug, outLDRot
    );
    logic lt, dbENTER, dbLDPlug, dbLDRot;
    DBounce db1 (.clk(CLK), .sig_in(ENTER), .DB_out(dbENTER));
    DBounce db2 (.clk(CLK), .sig_in(LDPlug), .DB_out(dbLDPlug));
    DBounce db3 (.clk(CLK), .sig_in(LDRot), .DB_out(dbLDRot));
    Comparator #(5) comp (.A(LET), .B(5'd26), .LT(lt));
    assign outENTER = lt & dbENTER;
    assign outLDPlug = lt & dbLDPlug;
    assign outLDRot = lt & dbLDRot;
endmodule
==> run.sh <==
#!/bin/bash
# OpenROAD 26Q1-2900-gdf79404cd8, Yosys 0.63+post, stock flow scripts
make -C /OpenROAD-flow-scripts/flow DESIGN_CONFIG=/design/flow/config.mk WORK_HOME=/design/flow/orfs finish
==> config.mk <==
export PLATFORM = sky130hd
export DESIGN_NAME = ValidLock
export DESIGN_NICKNAME = ValidLock
export VERILOG_FILES = /design/flow/design.v
export SDC_FILE = /design/flow/constraint.sdc
export NUM_CORES = 4
export LEC_CHECK = 1
export CORE_AREA = 10 10 94 94
export DIE_AREA = 0 0 104 104
==> constraint.sdc <==
current_design ValidLock

set clk_period 1.4
set clk_io_pct 0.2

create_clock -name clk0 -period $clk_period [get_ports {CLK}]

set non_clock_inputs [all_inputs -no_clocks]
set_input_delay [expr $clk_period * $clk_io_pct] -clock clk0 $non_clock_inputs
set_output_delay [expr $clk_period * $clk_io_pct] -clock clk0 [all_outputs]
==> GITHUB_STEP_SUMMARY <==
### Flow metrics

| Metric | Value |
|---|---|
| Worst setup endpoint | `outLDPlug` |
| Crit path required time | `1.12 ns` |
| Fin crit period | `1.288 ns` |
| Number of inserted filler cells in the final layout | `742` |
| Worst setup timing slack at the placement stage | `-0.5316 ns` |
| Crit share post-route | `92.03%` |
| CTS H-tree depth | `2` |
| Worst setup slack after layout | `0.1115 ns` |
| Setup Viol. Count Final | `0` |
| Flip-flop and latch area | `690.7 sq um` |
| DRC violations left | `0` |
| Path category of the worst min-delay check | `reg2reg` |
| Layout Skew | `0.007815 ns` |
| Seq share, synth | `52.77%` |
| Most common library cell in the layout ignoring fill and taps | `sky130_fd_sc_hd__dfxtp_1` |
| # placed instances | `233` |
| Drt initial violations | `49` |
| Dominant cell area share | `45.89%` |
| Startpoint-to-endpoint class of the critical path | `in2out` |
| Hold Violations, Final | `0` |
| Largest area contributor in the netlist | `sky130_fd_sc_hd__dfxtp_1` |
| Seq cells post-synth | `33` |
| Site row count | `30` |
| Antenna cell count | `0` |
| Vertical die size | `104 um` |
| Gate Area | `625.6 sq um` |
| Worst slew margin | `83.74%` |
| Via-to-Cell Ratio | `3.584` |
| OpenROAD warning count | `26` |
| Maximum clock path buffer count | `2` |
| Core box area | `0.006832 sq mm` |
| Avg Synthesized Cell Area | `10.82 sq um` |
| Transition time of the tightest slew-check pin | `0.2435 ns` |
| TritonCTS clock tree | `yes` |
| Die area | `0.01082 sq mm` |
| Biggest area cells | `sky130_fd_sc_hd__dfxtp_1 (46%), sky130_fd_sc_hd__xor2_1 (8.0%), sky130_fd_sc_hd__edfxtp_1 (6.9%)` |
| Number of maximum-capacitance violations | `0` |
| Launching instance or port of the critical path | `LET[1]` |
| Area Growth Syn to Fin | `28.87%` |
| Instance tally after logic synthesis | `121` |
| Peak supply drop | `0.0009052 V` |
| Number of ports placed on the die boundary | `12` |
| Synth unique cells | `20` |
| Core utilization before placement | `19.16%` |
| Maximum number of pins on one net before global-route repair | `11` |
| TritonCTS buffer count | `5` |
| Leakage power summed over all cells | `0.0006899 uW` |
| Wire length of the first global-routing pass | `3.753 mm` |
| Via Count | `871` |
| Total track usage | `4.001%` |
| Post-CTS Hold Fix Bufs | `0` |
| Final cell count without fillers | `243` |
| Setup slack of the most critical reg-to-reg path | `0.11 ns` |
| Dominant logic cell types in the final layout | `sky130_fd_sc_hd__dfxtp_1 (30), sky130_fd_sc_hd__nor2_1 (15), sky130_fd_sc_hd__xor2_1 (12)` |
| Number of buffers inserted by port buffering | `10` |
| Number of warnings issued by yosys | `3` |
| Hold Worst Slack | `0.3801 ns` |
| Antenna violations before repair | `0` |
| Final Max Tran Viols | `0` |
| Max Clock Freq | `776.1 MHz` |
| Yosys synthesis chip area | `0.001309 sq mm` |
| Sum of negative setup slack | `0 ns` |
| Routed length per placed instance | `8.481 um` |
| Worst R2R Path Depth | `4` |
| Worst reg2reg startpoint | `db2.r_count[1]` |
| Reg-to-reg endpoint | `db2.r_count[4]` |
| Crit path launch type | `input pin` |
| Clock insertion delay at the later pin of the skew report | `0.28 ns` |
| Worst-path clk slew | `0.07 ns` |
| TritonRoute pass-1 iters | `4` |
| Cell depth of the worst min-delay path | `0` |
| Hpwl dp | `1.463 mm` |
| Mapped Area | `0.001309 sq mm` |
| Sum of routed wire length over all layers | `2.061 mm` |
| Floorplan die width | `104 um` |
| Global placement routability congestion | `0.7618` |
| Largest fanout of any net on the critical path | `2` |
| Endpoint arrival time on the critical path | `1.01 ns` |
| Total global routing overflow | `0` |
| Library cell used as clock root buffer | `sky130_fd_sc_hd__clkbuf_8` |
| Pwr dens | `1213 mW/mm^2` |
| Layout Utilization | `24.69%` |
| Number of cells in Yosys stat | `121` |
| Vias in the first global route | `838` |
| Setup repair after global routing missed its margin | `false` |
| TritonCTS sink count | `33` |
| Fraction of layout instances using a drive strength above 1 | `19.05%` |
| Antenna-violating nets left | `0` |
| Result of the run | `completed` |
| Critical path capture point type | `output pin` |
==> through the flow <==
stage          total power [uW]  cell area, sq um
2_1_floorplan              1206              1309
3_3_place_gp               1290              1574
3_5_place_dp               1293              1574
4_1_cts                    2073              1684
5_1_grt                    2158              1687
6_report                   2045              1687
==> registers in the layout (all words and copies together), names as in the netlist <==
name,count
db2.r_dff2,1
db1.r_dff1,1
db2.r_count,8
db2.r_dff1,1
db3.r_buff,1
db3.r_dff2,1
db3.r_dff1,1
db1.r_dff2,1
db1.r_buff,1
db1.r_count,8
db3.r_count,8
db2.r_buff,1
==> layer usage <==
metal  share of wire [%]  track usage (%)  up-vias
li1                    -                -      476
met1                  50            5.220      382
met2                  44            6.306       11
met3                 4.9            1.378        2
met4                 1.1           0.7952        0
met5                   0                0        -
==> how the worst min path moves through the flow <==
| stage | from | end |
|---|---|---|
| after global routing | db2.r_dff1 | db2.r_dff2 |
| after CTS | db2.r_dff1 | db2.r_dff2 |
| final | db2.r_dff1 | db2.r_dff2 |
==> timing repair <==
action | CTS | global route
setup buffers | 3 | 0
resized | 17 | 2
endpoints found under the setup margin | 3 | 3
pin swaps | 4 | 1
==> critical path, stage by stage <==
cell and delay [ns]:
sky130_fd_sc_hd__clkdlybuf4s15_1 0.16, sky130_fd_sc_hd__o211ai_1 0.21, sky130_fd_sc_hd__buf_4 0.15, sky130_fd_sc_hd__and2_4 0.13
sky130_fd_sc_hd__buf_6 0.08
==> Yosys cell counts <==
cell / n
sky130_fd_sc_hd__dfxtp_1: 30
sky130_fd_sc_hd__nor2_1: 15
sky130_fd_sc_hd__xor2_1: 12
sky130_fd_sc_hd__a21oi_1: 9
sky130_fd_sc_hd__o21ai_0: 9
sky130_fd_sc_hd__or3_1: 9
sky130_fd_sc_hd__nand2_1: 6
sky130_fd_sc_hd__and2_1: 3
sky130_fd_sc_hd__edfxtp_1: 3
sky130_fd_sc_hd__ha_1: 3
sky130_fd_sc_hd__mux2i_1: 3
sky130_fd_sc_hd__nand3_1: 3
sky130_fd_sc_hd__nand4b_4: 3
sky130_fd_sc_hd__o21a_1: 3
sky130_fd_sc_hd__xnor2_1: 3
sky130_fd_sc_hd__nand2b_4: 2
sky130_fd_sc_hd__nand4_1: 2
sky130_fd_sc_hd__nand2b_1: 1
sky130_fd_sc_hd__nand4_2: 1
sky130_fd_sc_hd__o211ai_1: 1
==> kinds of logic (layout without fill, tap and decap cells) <==
kind of cell	count (synthesis)	in the layout	share of synthesized area (%)
AND-OR/OR-AND	22	22	9.177
XOR/XNOR	15	15	10.04
adder cells (fa/ha/maj)	3	3	2.868
buffers and inverters	0	26	0
flip-flops	33	33	52.77
multiplexers	3	3	2.295
AND/OR/NAND/NOR	45	45	22.85
==> where the power goes <==
| part | switching (uW) | internal, uW |
|---|---|---|
| logic | 92.9 | 109 |
| registers | 65.7 | 1010 |
| clock network | 328 | 444 |
==> layout make-up <==
cell class | instances | share of cell area, %
well taps | 96 | 7.122
clock inverters | 1 | 0.2967
clock buffers | 7 | 5.712
repair buffers | 18 | 8.828
flip-flops and latches | 33 | 40.95
multi-input cells | 88 | 37.09
No activity file was given, so power comes from the tool's default toggle rates.
